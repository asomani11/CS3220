==> design.v <==
module PipelineRegister (clk, reset, wrtEn, dataOut2In, aluOutIn, pcLogicOutIn, wrtIndexIn, memOutSelIn, regFileEnIn, isLoadIn, isStoreIn, isStalledIn, dataOut2Out, aluOutOut, pcLogicOutOut, wrtIndexOut, memOutSelOut, regFileEnOut, isLoadOut, isStoreOut, isStalledOut);
parameter DATA_BIT_WIDTH = 32;
input clk, reset, wrtEn;
input[DATA_BIT_WIDTH - 1: 0] dataOut2In;
input[DATA_BIT_WIDTH - 1: 0] aluOutIn;
input[DATA_BIT_WIDTH - 1: 0] pcLogicOutIn;
input[3: 0] wrtIndexIn;
input[1:0] memOutSelIn;
input regFileEnIn, isLoadIn, isStoreIn, isStalledIn;
output[DATA_BIT_WIDTH - 1: 0] dataOut2Out;
output[DATA_BIT_WIDTH - 1: 0] aluOutOut;
output[DATA_BIT_WIDTH - 1: 0] pcLogicOutOut;
output[3: 0] wrtIndexOut;
output[1:0] memOutSelOut;
output regFileEnOut, isLoadOut, isStoreOut, isStalledOut;
Register #(.BIT_WIDTH(DATA_BIT_WIDTH), .RESET_VALUE(0)) dataOut2Reg (clk, reset, wrtEn, dataOut2In, dataOut2Out);
Register #(.BIT_WIDTH(DATA_BIT_WIDTH), .RESET_VALUE(0)) aluOutReg (clk, reset, wrtEn, aluOutIn, aluOutOut);
Register #(.BIT_WIDTH(DATA_BIT_WIDTH), .RESET_VALUE(0)) pcLogicOutReg (clk, reset, wrtEn, pcLogicOutIn, pcLogicOutOut);
Register #(.BIT_WIDTH(4), .RESET_VALUE(0)) wrtIndexReg (clk, reset, wrtEn, wrtIndexIn, wrtIndexOut);
Register #(.BIT_WIDTH(2), .RESET_VALUE(0)) memOutSelReg (clk, reset, wrtEn, memOutSelIn, memOutSelOut);
Register #(.BIT_WIDTH(1), .RESET_VALUE(0)) regFileEnReg (clk, reset, wrtEn, regFileEnIn, regFileEnOut);
Register #(.BIT_WIDTH(1), .RESET_VALUE(0)) isLoadReg (clk, reset, wrtEn, isLoadIn, isLoadOut);
Register #(.BIT_WIDTH(1), .RESET_VALUE(0)) isStoreReg (clk, reset, wrtEn, isStoreIn, isStoreOut);
Register #(.BIT_WIDTH(1), .RESET_VALUE(0)) isStalledReg (clk, reset, wrtEn, isStalledIn, isStalledOut);
endmodule
module Register(clk, reset, wrtEn, dataIn, dataOut);
	parameter BIT_WIDTH = 32;
	parameter RESET_VALUE = 40;
	input clk, reset, wrtEn;
	input[BIT_WIDTH - 1: 0] dataIn;
	output[BIT_WIDTH - 1: 0] dataOut;
	reg[BIT_WIDTH - 1: 0] dataOut;
	always @(posedge clk) begin
		if (reset == 1'b1)
			dataOut <= RESET_VALUE;
		else if (wrtEn == 1'b1)
			dataOut <= dataIn;
	end
endmodule
==> run.sh <==
#!/bin/bash
# OpenROAD 26Q1-2900-gdf79404cd8, Yosys 0.63+post, stock flow scripts
make -C /OpenROAD-flow-scripts/flow DESIGN_CONFIG=/design/flow/config.mk WORK_HOME=/design/flow/orfs finish
==> config.mk <==
export PLATFORM = sky130hd
export DESIGN_NAME = PipelineRegister
export DESIGN_NICKNAME = PipelineRegister
export VERILOG_FILES = /design/flow/design.v
export SDC_FILE = /design/flow/constraint.sdc
export NUM_CORES = 4
export LEC_CHECK = 1
export CORE_UTILIZATION = 50
==> constraint.sdc <==
current_design PipelineRegister

set clk_period 1.0
set clk_io_pct 0.2

create_clock -name clk0 -period $clk_period [get_ports {clk}]

set non_clock_inputs [all_inputs -no_clocks]
set_input_delay [expr $clk_period * $clk_io_pct] -clock clk0 $non_clock_inputs
set_output_delay [expr $clk_period * $clk_io_pct] -clock clk0 [all_outputs]
==> CHANGELOG.md <==
### Metrics

- Latest clock arrival within the worst-skew pair: 0.35 ns
- Util after Layout: 80.2%
- Portion of the post-synthesis area used by sequential elements: 56.2%
- Largest net degree at the start of global routing: 53
- Shortest period the worst path allows: 1.03 ns
- Main kind of combinational logic by area: multiplexers
- Setup TNS: -0.0795 ns
- Maximum Capacitance Violations: 0
- Number of endpoints failing setup at the final stage: 7
- MUX area fraction: 28.1%
- Met2 layer usage reported by global route: 44.3%
- Crit path buf inv count: 1
- Logic cell area: 0.00146 mm²
- Final wirelength: 11000 µm
- Total die area: 0.00791 mm²
- H-tree levels: 3
- Site row count: 31
- Chain of cells forming the critical path: buf_6
- Synthesis area per yosys: 0.00378 mm²
- Net Sw Frac: 22.7%
- Mapped Avg Cell Area: 11.0 µm²
- Aggregate global-route resource usage: 27.8%
- And+or+nand+nor area frac: 10.5%
- Crit. End Element: output port
- Area fraction of the dominant cell type after synthesis: 56.2%
- Post-synthesis cell area: 0.00378 mm²
- DRC violation total after the first TritonRoute iteration: 135
- XOR Share, Synth: 0%
- Tool Warnings: 28
- Slew @ Worst Pin: 0.269 ns
- Clk slew on worst S/H paths: 0.10 ns
- Part of the cycle the worst path needs: 103%
- Worst Path Class, Setup: flop to output port
- First-pass GRT wire length: 15800 µm
- Power share of the sequential group: 53.2%
- Vias in the first global route: 3039
- Vertical die dimension: 88.9 µm
- Crit path launch type: flop
- Global route overflow: 0
- Number of slew-limit violations in the final report: 0
- CTS sink cnt: 106
- CTS Root Cell: sky130_fd_sc_hd__clkbuf_8
- Critical-path cell with the highest stage delay: sky130_fd_sc_hd__dfxtp_2
- Largest fanout on the critical path: 2
- Peak VDD IR: 0.00132 V
- Post-synthesis compound-gate area fraction: 0%
- Peak-usage layer in the global routing report: met2
- Adder share: 0%
- Path class of the lowest-slack min-delay path: input pin to flop
- Layout-stage area growth over the synthesis result: 54.8%
- # fillers: 499
- Worst-case setup slack after placement: -0.0692 ns
- Outcome: finished with violations
- Top cells by area, synth: sky130_fd_sc_hd__dfxtp_1, sky130_fd_sc_hd__mux2i_1, sky130_fd_sc_hd__nor2_1
- Power per cell area: 1490 mW/mm²
- Register Area: 0.00225 mm²
- Detailed-route vias per instance: 4.88
- Buffers from clock root to sink, at most: 2
- Min-delay src: reset
- PortBufs: 214
- Data arrival time of the critical path: 0.83 ns
- Skew final: 0 ns
- Initial core utilization: 51.8%
- Achievable frequency: 970 MHz
- Hold violation total from the final report: 0
- Instance tally after logic synthesis: 342
- Number of search-and-repair iterations in the first detailed-routing pass: 4
- I/O pin total: 215
- Total via count after detailed routing: 3231
- Routed len/inst: 16.7 µm
- Clock buffers created by TritonCTS: 9
- Met1 layer usage reported by global route: 37.0%
- Timing startpoint of the critical path: aluOutReg.dataOut[15]
- Layout cell share with drive strength beyond 1: 43.3%
- GP Congestion: 0.782
- Ys Warns: 4
- DP Wirelength: 7750 µm
- Worst setup slack after layout: -0.0304 ns
- Met3 track utilization from global routing: 12.0%
- Share of total power in combinational logic: 14.9%
- Start of the worst register-to-register path: dataOut2Reg.dataOut[10]
- Placeable core area: 0.00729 mm²
- Antenna violations before repair: 0
- Ys flops: 106
- Number of antenna diodes: 0
- Post-synthesis cell type with the largest combined area: sky130_fd_sc_hd__dfxtp_1
- Remaining antenna violation count after routing: 0
- Synth cell types: 9
- Post-route DRC: 0
- Slowest stage delay, CP: 0.37 ns
- Worst max-slew margin expressed relative to the limit: 82.1%
- Internal power: 6.75 mW
- Cells in synth_stat.txt: 342
- Crit path required time: 0.80 ns
- Net switching power: 1.98 mW
- Die Span X: 88.9 µm
- Clock tree from TritonCTS: yes
- Top cell family by delay on the critical path: flip-flops
- Tightest hold margin: 0.316 ns
- Violated checks: setup timing
- Fraction of power consumed by the clock network: 31.9%
- Unrepaired setup endpoints after global routing: yes
- Number of buffers added to fix hold violations after cts: 0
- Static Leakage: 2.89 nW
==> metrics by stage <==
| step | total power, mW | cells | cell area (µm²) |
|---|---|---|---|
| final | 8.73 | 662 | 5850 |
| after global routing | 9.10 | 662 | 5850 |
| after CTS | 8.75 | 659 | 5820 |
| after detailed placement | 6.17 | 639 | 5950 |
| after global placement | 6.11 | 639 | 5950 |
| after floorplan | 5.16 | 342 | 3780 |
==> worst paths after layout <==
check,endpoint,slack [ns],depth (start not counted)
setup / recovery,aluOutOut[15],-0.03,1
hold reg to reg,dataOut2Reg.dataOut[24],0.48,2
hold / removal,dataOut2Reg.dataOut[28],0.32,3
setup reg to reg,dataOut2Reg.dataOut[10],0.18,3
==> logic make-up after synthesis <==
family	count (synthesis)
buf+inv	24
simple gates	106
mux	106
flops	106
==> cell usage in the layout, fill, tap and decap left out, drive strengths merged <==
cell type and instances:
buf 124, mux2i 106, nor2 106, dfxtp 106, clkdlybuf4s50 106, clkbuf 10, bufinv 2, clkinvlp 2
clkinv 1
==> power groups by stage <==
stage | Clock [mW] | Sequential, mW | Combinational [mW]
final | 2.79 | 4.64 | 1.30
after global routing | 3.02 | 4.67 | 1.41
after CTS | 2.82 | 4.64 | 1.29
==> routing by layer <==
layer  part of all wire (%)  routed length (µm)
met4                    2.1                 232
met3                     12                1280
met5                      0                   0
met1                     39                4340
met2                     47                5180
==> cell usage after synthesis <==
library cell                 n
sky130_fd_sc_hd__buf_1       4
sky130_fd_sc_hd__dfxtp_1   106
sky130_fd_sc_hd__buf_2       1
sky130_fd_sc_hd__clkbuf_1    6
sky130_fd_sc_hd__buf_12      4
sky130_fd_sc_hd__mux2i_1   106
sky130_fd_sc_hd__nor2_1    106
sky130_fd_sc_hd__buf_4       8
sky130_fd_sc_hd__buf_8       1
==> area by class of cell <==
type	instances	area share (%)
multi-input cells	212	24.9
clock buffers	10	2.18
clock inverters	5	1.37
well taps	99	2.12
repair buffers	230	30.9
flip-flops and latches	106	38.5
==> sequential cells by signal, indices dropped and copies added, names as in the netlist <==
signal / count
aluOutReg.dataOut: 32
dataOut2Reg.dataOut: 32
isLoadReg.dataOut: 1
isStalledReg.dataOut: 1
isStoreReg.dataOut: 1
memOutSelReg.dataOut: 2
pcLogicOutReg.dataOut: 32
regFileEnReg.dataOut: 1
wrtIndexReg.dataOut: 4
==> repair_timing <==
| action | 4_1_cts | 5_1_grt |
|---|---|---|
| gates cloned | 0 | 0 |
| endpoints found under the setup margin | 106 | 106 |
| setup buffers | 5 | 3 |
| gates resized | 443 | 2 |
No activity file was given, so power comes from the tool's default toggle rates.
