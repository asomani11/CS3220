### design/flow/run.sh
#!/bin/bash
# OpenROAD 26Q1-2900-gdf79404cd8, Yosys 0.63+post, stock flow scripts
make -C /OpenROAD-flow-scripts/flow DESIGN_CONFIG=/design/flow/config.mk WORK_HOME=/design/flow/orfs finish
### design/flow/config.mk
export PLATFORM = sky130hd
export DESIGN_NAME = Assign1
export DESIGN_NICKNAME = Assign1
export VERILOG_FILES = /design/flow/design.v
export SDC_FILE = /design/flow/constraint.sdc
export NUM_CORES = 4
export LEC_CHECK = 1
export CORE_UTILIZATION = 40
### design/flow/constraint.sdc
current_design Assign1

set clk_period 7.0
set clk_io_pct 0.2

create_clock -name clk0 -period $clk_period [get_ports {CLOCK_50}]

set non_clock_inputs [all_inputs -no_clocks]
set_input_delay [expr $clk_period * $clk_io_pct] -clock clk0 $non_clock_inputs
set_output_delay [expr $clk_period * $clk_io_pct] -clock clk0 [all_outputs]
### design/flow/design.v
module AcceptTime
  (clk,
   reset,
   enable,
	sel,
	switchin,
	timerdata);
	input clk, reset, enable, sel;
	input [7:0] switchin;
	output [15:0] timerdata;
	reg [15:0] timerdata;
	always @(posedge clk) begin
		if(reset) begin
			timerdata <= 0;
		end
		if (enable) begin
			if (sel) begin
				timerdata[15:8] <= switchin[7:0];
			end else begin
				timerdata[7:0] <= switchin[7:0];
			end
		end
	end
endmodule
module Assign1
  (input CLOCK_50, 
   input [9:0] SW,	
   input [3:0] KEY, 
   output [6:0] HEX0,
   output [6:0] HEX1,
   output [6:0] HEX2,
   output [6:0] HEX3,
   output [7:0] LEDG,
   output [9:0] LEDR
	);
	wire [3:0] num = 0;
	wire [3:0] seconds;
	wire [3:0] seconds_10;
	wire [3:0] min;
	wire [3:0] min_10;
	wire [2:0] sval;
	wire keyin1;
	wire keyin2;
	wire cntfin;
	wire [4:0] transout;
	wire [15:0] data;
	assign cntfin = ({min_10,min,seconds_10,seconds} == 0)?1:0;
	assign LEDG[2:0] = sval;
	ClkDivider hz1_clk (CLOCK_50, CLOCK);
	TFlipFlop tff1 (KEY[0], ~KEY[1], keyin1);
	TFlipFlop tff2 (KEY[0], ~KEY[2], keyin2);
	TimerController eggmachine (CLOCK_50, ~KEY[0], {keyin2,keyin1}, cntfin, sval);
	StateTranslate stmachine (sval,transout);
	AcceptTime mm_ss (CLOCK_50, ~KEY[0], transout[3], transout[2], SW[7:0], data);
	Counter_MMSS egg_timer (CLOCK, transout[0], transout[1], ~KEY[0], data, seconds, seconds_10, min, min_10);
	FlashLEDs ledr_flash (CLOCK_50,transout[4],LEDR);
	dec2_7seg u1 (seconds, HEX0);
	dec2_7seg u2 (seconds_10, HEX1);
	dec2_7seg u3 (min, HEX2);
	dec2_7seg u4 (min_10, HEX3);	
endmodule
module ClkDivider(input clkIn, output clkOut);
	reg[31: 0] counter;
	reg clkReg;
	assign clkOut = clkReg;
	always @(posedge clkIn) begin
		counter <= counter + 1;
		if (counter == 25000000) begin
			clkReg <= ~clkReg;
			counter <= 0;
		end
	end
endmodule
module Counter_MMSS
  (clk,
	load,
   enable,
	reset,
	value,
   seconds,
	seconds_10,
	min,
	min_10
	);
	input clk, load, enable, reset;
	input [15:0] value;
	output [3:0] seconds;
	output [3:0] seconds_10;
	output [3:0] min;
	output [3:0] min_10;
	reg [3:0] seconds;
	reg [3:0] seconds_10;
	reg [3:0] min;
	reg [3:0] min_10;
	always @(posedge clk) begin
		if (reset) begin
			seconds <= 0;
			seconds_10 <= 0;	
			min <= 0;
			min_10 <= 0;
		end else if (load) begin
			seconds <= value [3:0];
			seconds_10 <= value [7:4];	
			min <= value [11:8];
			min_10 <= value [15:12];		
		end else if (enable) begin
			seconds <= seconds - 1;
			if (seconds == 0) begin
				seconds <= 9;
				seconds_10 <= seconds_10 - 1;
				if (seconds_10 == 0) begin
					seconds_10 <= 5;
					min <= min - 1;
					if (min == 0) begin
						min <= 9;
						min_10 <= min_10 - 1;
					end
				end
			end
		end
	end
endmodule
module FlashLEDs(input clk, input enable, output [9:0] ledout);	
	reg[31: 0] counter;
	reg out;
	assign ledout = {out,out,out,out,out,out,out,out,out,out};
	always @(posedge clk) begin
		if (enable) begin
			counter <= counter + 1;
			if (counter == 25000000) begin
				out <= ~out;
				counter <= 0;
			end
		end else begin
			out <= 0;
		end
	end
endmodule
module StateTranslate(input [2:0] state, output [4:0] out);
	assign out = (state == 3'b000 ) ? 5'b01001 : 
					 (state == 3'b001 ) ? 5'b01101 :
					 (state == 3'b010 ) ? 5'b00000 :
				    (state == 3'b011 ) ? 5'b00010 :	
					 (state == 3'b100 ) ? 5'b10000 :	
					 5'b00000;
endmodule
module TFlipFlop(reset, clk, tOut);
	input reset, clk;
	output tOut;
	reg tOut = 0;
	always @(negedge reset or negedge clk) begin
		if (reset == 1'b0)
			tOut <= 0;
		else 
			tOut <= ~tOut;
	end
endmodule
module TimerController(input clk, input rst, input [1:0] keyin, input cntfin, output[2:0] currentState);
	parameter setSec = 3'b000;
	parameter setMin = 3'b001;
	parameter stop = 3'b010;
	parameter start = 3'b011;
	parameter finish = 3'b100;
	parameter reset = 3'b101;
	reg [2:0] state;
	assign currentState = state;
	always @(posedge clk) begin
		if (rst) begin
			state = reset;
		end
		else begin 
			case(state)
				reset: begin
					if(keyin[0]) state = setSec;
					else	state = state;
				end
				setSec: begin
					if(~keyin[0]) state = setMin; 
					else   state = state;
				end
				setMin: begin
					if(keyin[0]) state = stop;
					else   state = state;
				end
				stop: begin 
					if(keyin[1]) state = start;
					else	state = state;
				end
				start: begin
					if (~keyin[1]) state = stop;
					else	if (cntfin) state = finish;
					state = state;
				end
				finish: begin
					if(~keyin[0]) state = setSec;
					else 		state = state; 
				end
			endcase
		end
	end
endmodule 
module dec2_7seg(input [3:0] num, output [6:0] display);
   assign display = 
	num == 0 ? ~7'b0111111 :
	num == 1 ? ~7'b0000110 :
	num == 2 ? ~7'b1011011 :
	num == 3 ? ~7'b1001111 :
	num == 4 ? ~7'b1100110 :
	num == 5 ? ~7'b1101101 :
	num == 6 ? ~7'b1111101 :
	num == 7 ? ~7'b0000111 :
	num == 8 ? ~7'b1111111 :
	num == 9 ? ~7'b1100111 :
	7'bxxxxxxx;    
endmodule  
==> results.py <==
# Flow results
metrics = {
    "grt": {
        "overflow": 0,
        "grt_max_degree": 38,
        "grt_first_pass_wirelength_um": 19400,
        "antenna_found_initial": 0,
        "grt_pass1_vias": 4070,
        "grt_usage_pct": 16.7,
    },
    "place": {
        "place_congestion": 0.802,
        "dp_hpwl_um": 7850,
        "io_buffers": 52,
    },
    "synthesis": {
        "yosys_area_um2": 5650,
        "postSynth.asyncResetShare_pct": 1.94,
        "yosysWarnings": 12,
        "ys_cells": 641,
        "ys_top_cells_by_area": "dfxtp_1 (24%), edfxtp_1 (18%), nand2_1 (4.7%)",
        "top_cell_area_share_pct": 24.1,
        "ff_type": "dfxtp_1",
        "syn_inst": 641,
        "edf_count": 33,
        "netlist_area_um2": 5650,
        "synth_area_per_cell_um2": 8.81,
        "ys.flops": 103,
        "ys_seq_share_pct": 42.5,
        "synth_cell_types": 63,
        "synth_top_cell_by_area": "dfxtp_1",
    },
    "floorplan": {
        "die_area_um2": 14600,
        "rows": 43,
        "core_util_floorplan_pct": 40.9,
        "die_h_um": 121,
        "core_um2": 13800,
        "fp.dieW_um": 121,
        "ios": 61,
    },
    "final_layout": {
        "area_growth_syn_to_layout_pct": 14.7,
        "final_cell_mix": "nand2_1 (71), dfxtp_1 (68), o21ai_0 (52), clkdlybuf4s50_1 (52)",
        "layout-drive-gt1-share_pct": 6.15,
        "fill_cells": 1270,
        "final_util_pct": 46.9,
        "lay_top_count": "nand2_1",
    },
    "clocking": {
        "path_clk_slew_ns": 0.06,
        "root_buffer": "clkbuf_16",
        "numCtsBuffers": 9,
        "clk_path_buf_depth": 2,
        "tritoncts": "built",
        "cts_hold_buf": 0,
        "postCtsSetupRepairBufs": 0,
        "clock.latency.late_pin_ns": 0.33,
        "htreeDepth": 3,
        "cts_resized": 0,
    },
    "critical_path": {
        "cp.required_ns": 5.60,
        "slowest_delay_ns": 0.57,
        "path_cells": "clkdlybuf4s50_1",
        "crit_slowest_cell": "dfxtp_1",
        "critPathTopFamily": "flip-flops",
        "crit_arrival_ns": 1.43,
        "path_max_fanout": 14,
        "endpoint_kind": "output port",
        "critPathKind": "reg -> out",
        "crit_buf_inv": 1,
        "start_kind": "flip-flop",
    },
    "sta": {
        "fmax_mhz": 353,
        "post-route-min-period_ns": 2.83,
        "hold_violations": 0,
        "max_slew_margin_pct": 39.1,
        "final_max_slew_viol_count": 0,
        "post-route-period-util_pct": 40.5,
        "skew_ns": 0.00726,
        "rsz0062_at_grt": "no",
        "untimed_endpoints": 46,
        "unclocked_regs": 18,
        "worst_pin_slew_ns": 0.911,
        "finalSetupViolations": 0,
        "finalSetupTns_ns": 0,
    },
    "power_and_ir_drop": {
        "ir_drop_v": 0.0000944,
        "p_per_area_nw_per_um2": 178,
        "total_leakage_power_uw": 0.00231,
    },
    "drt": {
        "via_count": 4520,
        "wire_per_inst_um": 13.3,
        "first_pass_iters": 22,
        "via_per_inst": 5.34,
        "n_antenna_cell": 0,
        "drt_iter0_markers": 340,
        "postRouteAntennaNets": 0,
        "routed_wl_um": 11200,
        "drc": 0,
    },
    "run_status": {
        "status": "completed",
    },
    "worst_hold_path": {
        "holdCritPathClass": "reg -> reg",
    },
    "flow_run": {
        "cap_viol_max_count": 0,
        "warnings": 34,
    },
}
power by group:
group	leakage, uW	switching (uW)	internal, uW	total (uW)
Sequential	0.000895	27.1	548	575
Clock	0.000151	181	309	490
Combinational	0.00126	49.7	39.1	88.8
worst register-to-register path: stages (launching register included):
cell and delay, ns:
dfxtp_1 0.33, or4_1 0.51, or4_1 0.50, nor4_4 0.65
routing by layer:
metal,part of all wire (%),vias to the layer above,track usage (%)
met2,44,99,24.5
met1,51,2087,27.1
met5,0,-,0
li1,-,2328,-
met3,4.5,6,3.56
met4,0.66,0,1.77
registers in the layout, summed over array words and instances, names as in the netlist, 3 cells and up:
signal / cells
hz1_clk.counter: 32
egg_timer.min: 4
egg_timer.seconds: 4
mm_ss.timerdata: 16
eggmachine.state: 3
egg_timer.min_10: 4
ledr_flash.counter: 32
egg_timer.seconds_10: 4
final cells by class:
type	count	area [um^2]	share of cell area, %
timing repair buffer	56	551	8.50
clock buffer	10	229	3.53
multi-input combinational	471	2920	45.0
sequential	103	2400	37.1
tap	180	225	3.48
inverter	21	78.8	1.22
clock inverter	6	77.6	1.20
cells by family after synthesis:
family                   after synthesis  share of synthesized area [%]
AND/OR/NAND/NOR                      282                           28.3
AND-OR/OR-AND                        119                           12.2
flip-flops                           103                           42.5
buffers and inverters                 71                           6.20
XOR/XNOR                              54                           8.37
adder cells (fa/ha/maj)                9                           1.99
multiplexers                           2                          0.377
other                                  1                         0.0664
path summary, 6_finish.rpt:
| path | start | slack (ns) | endpoint | cells past startpoint |
|---|---|---|---|---|
| min reg2reg | mm_ss.timerdata[5] | 0.46 | mm_ss.timerdata[5] | 2 |
| min | mm_ss.timerdata[5] | 0.46 | mm_ss.timerdata[5] | 2 |
| max reg2reg | hz1_clk.counter[25] | 4.63 | hz1_clk.clkReg | 3 |
| max | eggmachine.state[1] | 4.17 | LEDG[1] | 1 |
synth_stat cells (all sizes together) (13+ instances only):
library cell	n
nand2	71
o21ai	52
clkbuf	28
xnor2	29
nor3	22
buf	22
nand3	31
edfxtp	33
xor2	25
nand4	19
nor2	34
inv	21
or4	13
dfxtp	68
nor4	19
a21oi	35
per-stage QoR:
| step | area [um^2] | worst slack, ns | total power, uW | hold slack [ns] | cells |
|---|---|---|---|---|---|
| floorplan | 5660 | 3.51 | 645 | 0.432 | 645 |
| global placement | 6170 | 4.45 | 672 | 0.444 | 831 |
| detailed placement | 6170 | 4.42 | 674 | 0.449 | 831 |
| CTS | 6480 | 4.15 | 1170 | 0.457 | 847 |
| global route | 6480 | 4.06 | 1210 | 0.468 | 847 |
| finish | 6480 | 4.17 | 1150 | 0.455 | 847 |
No activity file was given, so power comes from the tool's default toggle rates.
